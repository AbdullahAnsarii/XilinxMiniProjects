**/design/flow/run.sh**
```bash
#!/bin/bash
# OpenROAD 26Q1-2900-gdf79404cd8, Yosys 0.63+post, stock flow scripts
make -C /OpenROAD-flow-scripts/flow DESIGN_CONFIG=/design/flow/config.mk WORK_HOME=/design/flow/orfs finish
```
**/design/flow/config.mk**
```make
export PLATFORM = sky130hd
export DESIGN_NAME = traffic_signal_controller
export DESIGN_NICKNAME = traffic_signal_controller
export VERILOG_FILES = /design/flow/design.v
export SDC_FILE = /design/flow/constraint.sdc
export NUM_CORES = 4
export LEC_CHECK = 1
export CORE_AREA = 10 10 70 70
export DIE_AREA = 0 0 80 80
```
**/design/flow/constraint.sdc**
```tcl
current_design traffic_signal_controller

set clk_period 1.1
set clk_io_pct 0.2

create_clock -name clk0 -period $clk_period [get_ports {clk}]

set non_clock_inputs [all_inputs -no_clocks]
set_input_delay [expr $clk_period * $clk_io_pct] -clock clk0 $non_clock_inputs
set_output_delay [expr $clk_period * $clk_io_pct] -clock clk0 [all_outputs]
```
**/design/flow/design.v**
```verilog
`timescale 1ns / 1ps
module traffic_signal_controller(clk, x, reset, hwy, cntry);
	input clk, reset, x;
	parameter s0 = 3'b000, s1 = 3'b001, s2 = 3'b010, s3 = 3'b011, s4 = 3'b100;
	parameter green = 2'b00, red = 2'b01, yellow = 2'b10;
	reg [2:0] state, next_state;
	output reg [1:0] hwy, cntry;
	initial begin 
		state = s0; 
		next_state = s0; 
		hwy = green; 
		cntry = red; 
	end 
	always @(posedge clk) begin
		if(reset)
			state <= s0; 
		else
			state <= next_state;
	end
	always @(state or x) begin
		case(state)
			s0: begin
					hwy = green;
					cntry	= red;
					next_state = x ? s1: s0; 
				 end
			s1: begin
					hwy = yellow;
					cntry	= red;
					next_state = s2; 
				 end
			s2: begin
					hwy = red;
					cntry	= red;
					next_state = s3; 
				 end
			s3: begin
					hwy = red;
					cntry	= green;
					next_state = x ? s3: s4; 
				 end
			s4: begin
					hwy = red;
					cntry	= yellow;
					next_state = s0; 
				 end
			default: begin
							next_state = s0;
							hwy = green; 
							cntry = red; 
						end 
		endcase
	end
endmodule
```
==> reports/results.txt <==
Run status: complete, but fails checks
Failing checks: negative setup slack
Final Critical Period: 1300 ps
Max cap viols: 0
Synthesis-to-layout area growth: 155%
CP top delay family: flip-flops
Max FFs per register: 3
Clock sinks: 3
Met3 usage: 1.93%
Area leader share: 40.3%
Aoi share: 14.3%
Biggest area cells: dfxtp_1, nor4_2, nor2_1
Die H: 80 µm
Simple-Gate Fraction of Synth Area: 40.3%
Worst Path Buf+Inv: 2
Die ar.: 6400 µm²
Final Hold Vio Count: 0
Biggest regs: state: 3 flops
Routability cong.: 0.671
Largest net degree at the start of global routing: 6
Global Route Usage Sum: 2.04%
Synth Area in Adders: 0%
Final count of negative-setup-slack endpoints: 4
Largest register by flop count: state
Critical Path End Type: primary output
Core Util, Final: 11.1%
Late-Pin Clk Latency: 230 ps
Crit path max-delay cell type: dfxtp_4
Sequential element share of the synthesized area: 40.3%
Setup crit start kind: register
Synth cell types: 12
First-pass DRT Iterations: 2
Cell area power density: 1110 nW/µm²
Die X: 80 µm
Biggest cell delay along the critical path: 340 ps
MUX share of area: 0%
Core area: 3420 µm²
Initial antenna violation count: 0
RSZ-0062 raised after global routing: yes
Setup Skew: 1.27 ps
Crit Path Max Fanout: 2
Post-synthesis cell count: 18
H-Tree Depth: 1
Routed vias: 183
CP cell instances: nor2_4 > nand2_2 > buf_6 > o21a_1 > buf_2
Diodes inserted: 0
DRC: 0
Fmax: 0.770 GHz
Post-synthesis cell area: 149 µm²
Commonest non-fill, non-tap cells in the layout: buf_4, buf_2, clkbuf_4, buf_6
Slew headroom: 85.3%
Layout cells sized above 1: 73.0%
Vias in the first global route: 243
DR WL/cell: 7.06 µm
Post-layout period usage: 118%
Setup tns final: -524 ps
OpenROAD warnings: 27
Clock root buffer master: clkbuf_4
GRT Max-Usage Layer: met2
FP Util: 4.36%
Most frequent logic cell in the layout: buf_4
IO buf count: 6
Leak: 0.151 nW
CP Data Required Time: 880 ps
Maximum vdd drop: 206 µV
Least-Margin Pin Slew: 219 ps
Critical path arrival: 1080 ps
M2 GR Usage: 2.81%
Iteration-0 DRC Markers: 2
Leading area contributor after synthesis: dfxtp_1
Rows: 21
Cell count listed in synth_stat.txt: 18
Yosys xor share: 0%
HPWL after DPL: 389 µm
Critical path class: register to primary output
Min-delay worst type: register to register
Via/cell ratio: 2.20
Syn_area_per_cell: 8.27 µm²
CTS clk-pin slew, worst paths: 40 ps
First-pass GRT wire length: 1010 µm
CTS tree: yes
Synth Warn #: 1
Routed Antenna Nets: 0
Yosys stat area: 149 µm²
Final slew viol count: 0
Total wire length: 586 µm
CTS buffer count: 3
Gr ovfl total: 0
Max Buffers Root-to-Sink: 2
Io pins: 7
M1 GR Usage: 2.12%
Setup ws final: -199 ps
Main logic family: simple AND/OR/NAND/NOR gates
Flops after synth: 3
-- tightest hold or removal path, stage by stage, from the launching register on --
cell	delay [ps]
dfxtp_2	380
buf_4	150
nor4_2	40
-- cell families (layout without fill, tap and decap cells) --
group,Yosys count,count (layout)
and+or+nand+nor,10,10
AOI/OAI and AO/OA,3,3
DFF,3,3
buffers and inverters,2,21
-- per-stage QoR --
step / instances / setup slack (ps) / hold slack (ps) / total power, mW / cell area [µm²]
floorplan: 18 / 236 / 291 / 0.151 / 149
global placement: 74 / -238 / 591 / 0.199 / 297
detailed placement: 74 / -257 / 602 / 0.201 / 297
CTS: 83 / -197 / 594 / 0.435 / 380
global route: 83 / -260 / 627 / 0.450 / 380
finish: 83 / -199 / 603 / 0.423 / 380
-- per-layer routing --
| layer | routed length [µm] | share of wire [%] | vias to the layer above |
|---|---|---|---|
| li1 | - | - | 97 |
| met4 | 0 | 0 | 0 |
| met1 | 273 | 47 | 79 |
| met5 | 0 | 0 | - |
| met3 | 109 | 19 | 0 |
| met2 | 203 | 35 | 7 |
-- synthesized netlist by cell type (all sizes together) --
master	count
a21oi	1
dfxtp	3
inv	2
nand2	2
nand2b	1
nor2	3
nor2b	1
nor3	1
nor4	2
o21a	1
o21ai	1
-- power breakdown --
group / internal (mW) / leakage [nW] / switching, mW
registers: 0.118 / 0.0264 / 0.0110
logic: 0.0664 / 0.110 / 0.0358
clock network: 0.136 / 0.0150 / 0.0557
total: 0.320 / 0.151 / 0.102
-- final timing paths --
path,slack [ps],from,cells after the start,end
worst max register to register,60,state[0],6,state[0]
worst min-delay path,600,state[2],2,state[1]
worst min register to register,600,state[2],2,state[1]
worst max-delay path,-200,state[0],5,cntry[0]
-- what timing repair did --
action / 4_1_cts / 5_1_grt
setup endpoints to repair: 4 / 5
pin swaps: 2 / 1
resized: 27 / 0
buffers inserted: 5 / 0
hold buffers: 0 / 0
-- layout make-up --
type                    instances  area (µm²)
clock buffers                   4        26.3
multi-input cells              13         101
well taps                      46        57.6
repair buffers                 15         119
fillers                       393        3040
flip-flops and latches          3        68.8
inverters                       2        7.51
Power and IR drop assume default switching activity.
