$ cat run.sh
#!/bin/bash
# OpenROAD 26Q1-2900-gdf79404cd8, Yosys 0.63+post, stock flow scripts
make -C /OpenROAD-flow-scripts/flow DESIGN_CONFIG=/design/flow/config.mk WORK_HOME=/design/flow/orfs finish
$ cat config.mk
export PLATFORM = sky130hd
export DESIGN_NAME = alu
export DESIGN_NICKNAME = alu
export VERILOG_FILES = /design/flow/design.v
export SDC_FILE = /design/flow/constraint.sdc
export NUM_CORES = 4
export LEC_CHECK = 1
export CORE_AREA = 10 10 107 107
export DIE_AREA = 0 0 117 117
$ cat constraint.sdc
current_design alu

set clk_period 7.0
set clk_io_pct 0.2

create_clock -name clk0 -period $clk_period

set non_clock_inputs [all_inputs -no_clocks]
set_input_delay [expr $clk_period * $clk_io_pct] -clock clk0 $non_clock_inputs
set_output_delay [expr $clk_period * $clk_io_pct] -clock clk0 [all_outputs]
$ cat design.v
`timescale 1ns / 1ps
module alu(
	input [7:0] a, b,
	input [2:0] op,
	output reg [7:0] x,
	output reg [3:0] flag
   );
	always @(a,b,op) begin
		case(op)
			3'b000: begin
				{flag[1], x} = a + b;
				flag[0] =  x[7];
				flag[2] = (x == 0) ? 1'b1 : 1'b0;
				flag[3] = (a[7] == b[7]) && (a[7] != x[7]) ? 1'b1 : 1'b0;
			end
			3'b001: begin
				{flag[1], x} = a - b;
				flag[0] =  x[7];
				flag[2] = (x == 0) ? 1'b1 : 1'b0;
				flag[3] = (a[7] == ~b[7]) && (a[7] != x[7]) ? 1'b1 : 1'b0;
			end
			3'b010: begin
				x = a & b;
				flag[0] =  x[7];
				flag[1] =  0;
				flag[2] = (x == 0) ? 1'b1 : 1'b0;
				flag[3] =  0;
			end
			3'b011: begin
				x = a | b;
				flag[0] =  x[7];
				flag[1] =  0;
				flag[2] = (x == 0) ? 1'b1 : 1'b0;
				flag[3] =  0;
			end
			3'b100: begin
				x = a ^ b;
				flag[0] =  x[7];
				flag[1] =  0;
				flag[2] = (x == 0) ? 1'b1 : 1'b0;
				flag[3] =  0;
			end
			3'b101: begin
				x = ~a;
				flag[0] =  x[7];
				flag[1] =  0;
				flag[2] = (x == 0) ? 1'b1 : 1'b0;
				flag[3] =  0;
			end
			3'b110: begin
				{flag[1], x} = a << 1;
				flag[0] =  x[7];
				flag[1] =  0;
				flag[2] = (x == 0) ? 1'b1 : 1'b0;
				flag[3] =  0;
			end
			3'b111: begin
				{flag[1], x} = a >> 1;
				flag[0] =  x[7];
				flag[1] =  0;
				flag[2] = (x == 0) ? 1'b1 : 1'b0;
				flag[3] =  0;
			end
			default:
				{flag, x} = 0;
		endcase
	end
endmodule
==> impl_metrics.tcl <==
# implementation run metrics
set metrics [dict create \
    status "completed" \
    achievable-frequency_ghz 0.168 \
    num_rows 35 \
    route.final.wire_length_mm 6.32 \
    portBuffers 31 \
    post-route-min-period_ps 5950 \
    slowest_delay_ps 630 \
    ys_seq_share_pct 0 \
    synth_cell_types 70 \
    regArea_sq_um 0 \
    cp_slowest_cell "ha_1" \
    fin_crit_sh_pct 85.0 \
    intPower_mw 0.0813 \
    p_total_mw 0.176 \
    fill_cells 1014 \
    grt_max_degree 29 \
    chipArea_sq_um 13700 \
    most_common_cell "inv_1" \
    num_vias 1946 \
    aoi_share_pct 34.6 \
    worstMarginPinSlew_ps 585 \
    wl_met3_um 581 \
    xor_share_pct 4.84 \
    simple_gate_share_pct 27.4 \
    crit_fanout 15 \
    top_area_cell "ha_1" \
    drive_gt1_share_pct 10.3 \
    cts_resized 0 \
    wl_met2_mm 2.97 \
    dieWidth_um 117 \
    overflow 0 \
    required_ps 5600 \
    synthTopLogicFamily "AND-OR/OR-AND gates" \
    irDropWorstVdd_v 0.0000196 \
    p_leak_nw 0.859 \
    rsz0062_at_grt "no" \
    syn_area_per_cell_sq_um 7.18 \
    p_sw_share_pct 53.8 \
    syn-cell-area_sq_um 1810 \
    worst_ep_arrival_time_ps 4550 \
    top_cells_by_count "inv_1, ha_1, a21oi_1" \
    grt_pass1_vias 1843 \
    crit_start "a[4]" \
    wl_per_cell_um 16.5 \
    critPathLaunchType "input pin" \
    routed.top_layer "met4" \
    grt_usage_pct 9.24 \
    seq_cell_count 0 \
    drt_iter0_drc 266 \
    viasPerCell 5.09 \
    n_antenna_cell 0 \
    crit_top_cell "clkdlybuf4s50_1" \
    end_kind "primary output" \
    worstHoldStart "op[0]" \
    io_pins 31 \
    synthTopCellsByArea "ha_1, a21oi_1, inv_1" \
    whs_path_depth 5 \
    path_class "input pin to primary output" \
    synth_top_area_share_pct 16.6 \
    syn_inst 252 \
    p_per_area_nw_per_um2 80.4 \
    cpLargestDelayFamily "buffers and inverters" \
    wl_met1_mm 2.62 \
    clockBufferCount 0 \
    pwr-share-comb_pct 100.0 \
    dp_hpwl_mm 5.09 \
    p_seq_share_pct 0 \
    yosysCellCount 252 \
    place_congestion 0.958 \
    cts_hold_repair.buffers 0 \
    critPathBufInv 3 \
    min_to "flag[3]" \
    drc 0 \
    dr.pass1.iters 4 \
    finalHoldViolations 0 \
    adder_share_pct 18.8 \
    antenna_found_initial 0 \
    max-slew-margin-rel_pct 60.8 \
    warnings 48 \
    initCoreUtil_pct 19.7 \
    clockPowerShare_pct 0 \
    min_path_type "input pin to primary output" \
    die_y_um 117 \
    post_cts_buffers 0 \
    crit_cells 10 \
    maxCapViolCount 0 \
    hold_slack_ps 4030 \
    yosys_warnings 1 \
    grt_pass1_wl_mm 10.1 \
    mux_share_pct 3.60 \
    area_delta_synth_final_pct 20.9 \
    yosys-stat-area_sq_um 1810 \
    coreArea_sq_um 9200 \
    p_sw_mw 0.0946 \
    slew_viol_final 0 \
    postRouteAntennaNets 0 \
    crit_chain "clkdlybuf4s50_1 -> inv_1 -> ha_1 -> and2b_4 -> a2111oi_4 -> xor2_1 -> nor4b_2 -> nand3b_1 -> a31oi_1 -> clkdlybuf4s50_1" \
    tns_ps 0 \
    finalSetupViolCount 0 \
]
==> cell usage in the layout (no fill, tap or decap), types with 4 or more instances in the layout <==
master           count
ha_1                24
nand2_1             14
xnor2_1              7
nor2_1              21
nand2b_1             5
nand3_1              4
inv_1               25
o21ai_1              4
nor4_1               4
clkdlybuf4s50_1     31
o22ai_1              4
o21ai_0             10
nand4_1              4
a21oi_1             22
a211oi_1             6
nor2b_1              4
nor3_1               9
==> metal layers <==
metal,vias up,track usage (%)
li1,968,-
met1,878,12.5
met2,91,15.4
met3,9,1.34
met4,0,1.57
met5,-,0
==> area by class of cell <==
| class | instances | area [sq um] | area share, % |
|---|---|---|---|
| Multi-Input combinational cell | 210 | 1610 | 73.8 |
| Inverter | 27 | 101 | 4.63 |
| Timing Repair Buffer | 34 | 333 | 15.2 |
| Tap cell | 111 | 139 | 6.35 |
==> logic make-up after synthesis <==
group | Yosys count
mux | 4
fa+ha+maj | 26
buf+inv | 42
xor+xnor | 10
compound gates | 84
simple gates | 86
==> tightest hold or removal path: cells and delay by family <==
kind	cells	cell delay, ps
buffers and inverters	3	1060
and+or+nand+nor	1	100
AOI/OAI and AO/OA	1	60
==> power by group through the flow <==
stage         registers [mW]  logic [mW]  clock network [mW]
CTS                        0       0.177                   0
global route               0       0.194                   0
finish                     0       0.176                   0
==> worst max path at each step <==
stage         end  slack, ps
4_1_cts   flag[2]       1040
5_1_grt   flag[2]        800
6_report  flag[2]       1050
==> stage by stage <==
step / cell area [sq um] / utilization, % / setup WS (ps) / cells
2_1_floorplan: 1810 / - / 2390 / 252
3_3_place_gp: 2190 / 23.8 / 1060 / 382
3_5_place_dp: 2190 / 23.8 / 1040 / 382
4_1_cts: 2190 / 23.8 / 1040 / 382
5_1_grt: 2190 / 23.8 / 796 / 382
6_report: 2190 / 23.8 / 1050 / 382
Power is estimated from default activity; no workload was simulated.
