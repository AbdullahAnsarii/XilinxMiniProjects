`./constraint.sdc`:
```
current_design MOOREMACHINE

set clk_period 1.6
set clk_io_pct 0.2

create_clock -name clk0 -period $clk_period [get_ports {clk}]

set non_clock_inputs [all_inputs -no_clocks]
set_input_delay [expr $clk_period * $clk_io_pct] -clock clk0 $non_clock_inputs
set_output_delay [expr $clk_period * $clk_io_pct] -clock clk0 [all_outputs]
```
`./run.sh`:
```
#!/bin/bash
# OpenROAD 26Q1-2900-gdf79404cd8, Yosys 0.63+post, stock flow scripts
make -C /OpenROAD-flow-scripts/flow DESIGN_CONFIG=/design/flow/config.mk WORK_HOME=/design/flow/orfs finish
```
`./design.v`:
```
`timescale 1ns / 1ps
module MOOREMACHINE(
	input [1:0] Inp,  
	input reset,
	input clk,
	output [1:0] Out_state,
	output y
    );
localparam State1 = 0, State2 = 1,
			  State3 = 2, State4 = 3;
reg [1:0] state, nxtState;
reg Out;
always@(posedge clk)
begin
	if (reset) state <= State1;
	else state <= nxtState;  
end
always@(*)
begin
	case (state)
	State1: begin
	if (~Inp[1] & ~Inp[0]) nxtState <= State1;
	else if (~Inp[1] & Inp[0]) nxtState <= State2;
	else if (Inp[1] & ~Inp[0]) nxtState <= State3;
	else if (Inp[1] & Inp[0]) nxtState <= State4;
	else nxtState <= State1;  
	end
	State2: begin
	if (~Inp[1] & ~Inp[0]) nxtState <= State2;
	else if (~Inp[1] & Inp[0]) nxtState <= State3;
	else if (Inp[1] & ~Inp[0]) nxtState <= State4;
	else nxtState <= State2;  
	end
	State3: begin
	if (~Inp[1] & ~Inp[0]) nxtState <= State3;
	else if (~Inp[1] & Inp[0]) nxtState <= State4;
	else nxtState <= State3;  
	end
	State4: begin
	nxtState <= State1;
	end
	default: begin
	end
	endcase
end
always@(*)
begin
Out <= 0;
	case(state)
	State1: Out <= 0;
	State2: Out <= 0;
	State3: Out <= 0;
	State4: Out <= 1;
	default: Out <= 0;
	endcase
end
assign y = Out;
assign Out_state = state; 
endmodule
```
`./config.mk`:
```
export PLATFORM = sky130hd
export DESIGN_NAME = MOOREMACHINE
export DESIGN_NICKNAME = MOOREMACHINE
export VERILOG_FILES = /design/flow/design.v
export SDC_FILE = /design/flow/constraint.sdc
export NUM_CORES = 4
export LEC_CHECK = 1
export CORE_AREA = 10 10 70 70
export DIE_AREA = 0 0 80 80
```
==> impl_metrics.env <==
# source this file to load flow results
export IMPL_drcViolationCount=0
export IMPL_placed_area_sq_um=335.3
export IMPL_dpl_cell_count=76
export IMPL_period_used=0.9636
export IMPL_syn_to_final_growth_pct=96.00
export IMPL_reg2reg_from="state[0]$_SDFF_PP0_"
export IMPL_slowest_stage="or4_1"
export IMPL_synth_flops=2
export IMPL_ys_area_sq_um=187.7
export IMPL_max_freq_ghz=0.6486
export IMPL_yosys_warnings=1
export IMPL_chipArea_sq_um=6400
export IMPL_grtUsageTotal=0.01341
export IMPL_yosys_cells=20
export IMPL_reg2regPathDepth=2
export IMPL_cp_start_kind="input pin"
export IMPL_clock_latency_ns=0.23
export IMPL_hp_class="flip-flop to flip-flop"
export IMPL_ctsRootBufferMaster="clkbuf_4"
export IMPL_hp_start="state[1]$_SDFF_PP0_"
export IMPL_first_pass_iters=2
export IMPL_portBuffers=6
export IMPL_htreeDepth=1
export IMPL_finalInstanceArea_sq_um=367.9
export IMPL_layout_drive_gt1_share=0.4545
export IMPL_finalHoldViolations=0
export IMPL_cpPeakStageDelay_ns=0.51
export IMPL_layoutNonFillerInstCount=79
export IMPL_reg2reg_slack_ns=0.56
export IMPL_drtAntennaViolNets=0
export IMPL_drtIter0Drc=2
export IMPL_slew_headroom=0.8909
export IMPL_pin_count=7
export IMPL_reg_top3="state: 2 flops"
export IMPL_arrival_ns=1.69
export IMPL_grt_start_max_net_pins=8
export IMPL_largest_register="state"
export IMPL_p_per_area_nw_per_um2=665.2
export IMPL_cts_tree="yes"
export IMPL_critPathCaptureType="flip-flop"
export IMPL_crit_chain="clkdlybuf4s50_1 -> inv_1 -> ha_2 -> or4_1 -> a31oi_1"
export IMPL_clk_pin_slew_worst_paths_ns=0.03
export IMPL_grt_pass1_vias=185
export IMPL_synth_cell_types=14
export IMPL_wl_per_cell_um=5.810
export IMPL_min_path_cells=2
export IMPL_core_sq_um=3416
export IMPL_antennaDiodeCount=0
export IMPL_clock_sinks=2
export IMPL_ctsLongestPathBuffers=2
export IMPL_synth_seq_share=0.2133
export IMPL_tool_warnings=29
export IMPL_gp_congestion=0.6828
export IMPL_initial_utilization=0.05495
export IMPL_layout_cells_most_common="clkdlybuf4s50_1"
export IMPL_gr_total_overflow=0
export IMPL_cts_buffers=3
export IMPL_cts_setup_buffers=0
export IMPL_syn_area_sq_um=187.7
export IMPL_ir_drop_mv=0.09299
export IMPL_crit_path_max_fanout=2
export IMPL_std_cell_rows=21
export IMPL_largest_register_ffs=2
export IMPL_p_leak_nw=0.1481
export IMPL_fin_crit_ns=1.542
export IMPL_setup_viol=0
export IMPL_die_y_um=80
export IMPL_antenna_found_initial=0
export IMPL_cp_required_ns=1.74
export IMPL_skew_ns=0.004537
export IMPL_num_vias=182
export IMPL_synthCells=20
export IMPL_syn_avg_cell_area_sq_um=9.384
export IMPL_dieWidth_um=80
export IMPL_status="complete, no violations"
export IMPL_grt_pass1_wl_um=724
export IMPL_pre_cts_ws_ns=-0.2387
export IMPL_startpoint="Inp[0]"
export IMPL_layout_setup_ws_ns=0.05816
export IMPL_routed_wl_um=459
export IMPL_most_common_layout_cells="clkdlybuf4s50_1 (5), buf_4 (4), ha_1 (3), clkbuf_4 (3)"
export IMPL_slew_viol_final=0
export IMPL_viasPerCell=2.304
export IMPL_crit_type="input pin to flip-flop"
export IMPL_drv_cap=0
export IMPL_worstMarginPinSlew_ns=0.1627
==> cell families (layout without fill, tap and decap cells) <==
kind of cell	count (synthesis)	after routing	synth area share
compound gates	5	5	0.1667
fa+ha+maj	5	5	0.3333
flops	2	2	0.2133
buf+inv	2	15	0.04001
simple gates	6	6	0.2467
==> worst max-delay path: cells and delay by family <==
kind | cells | cell delay, ns
buf+inv | 2 | 0.54
compound gates | 1 | 0.13
simple gates | 1 | 0.51
fa+ha+maj | 1 | 0.18
==> report_power, final <==
group / leakage (nW) / internal (W) / switching [W]
sequential: 0.0172 / 0.0000586 / 0.0000104
combinational: 0.117 / 0.0000425 / 0.0000193
clock: 0.0138 / 0.0000830 / 0.0000309
total: 0.148 / 0.000184 / 0.0000606
==> synth_stat cells <==
| cell type | instances | area [sq um] |
|---|---|---|
| a21oi_1 | 1 | 5.000 |
| o21ai_0 | 1 | 5.000 |
| nand3b_1 | 1 | 7.510 |
| dfxtp_1 | 2 | 40.04 |
| nor2_4 | 1 | 11.26 |
| nand2b_2 | 1 | 8.760 |
| ha_1 | 5 | 62.56 |
| or4_1 | 1 | 7.510 |
| inv_1 | 2 | 7.510 |
| a31oi_1 | 1 | 6.260 |
| and2_2 | 1 | 7.510 |
| a211oi_1 | 1 | 7.510 |
| o21a_1 | 1 | 7.510 |
| nor2_1 | 1 | 3.750 |
==> path summary, 6_finish.rpt <==
| kind | endpoint |
|---|---|
| max | state[1]$_SDFF_PP0_ |
| min reg2reg | state[1]$_SDFF_PP0_ |
| min | state[1]$_SDFF_PP0_ |
| max reg2reg | state[1]$_SDFF_PP0_ |
==> metrics by stage <==
step	util	hold slack, ns	power (W)	setup TNS [ns]
floorplan	-	0.3894	0.00009185	0
global placement	0.09817	0.5305	0.0001267	-0.2485
detailed placement	0.09817	0.5525	0.0001297	-0.3076
CTS	0.1051	0.5127	0.0002526	0
global route	0.1077	0.5513	0.0002648	-0.0009079
finish	0.1077	0.5197	0.0002447	0
==> area by class of cell <==
type                            count  area [sq um]
Tap cell                           46         57.56
Timing Repair Buffer               10         92.59
Clock buffer                        3         22.52
Sequential cell                     2         42.54
Inverter                            2         7.507
Fill cell                         399          3048
Multi-Input combinational cell     16         145.1
==> metal layers <==
metal	global-route usage	vias up	wire length, um
met1	0.01456	78	194
met4	0.005282	0	7
met3	0.01250	2	114
met5	0	-	0
met2	0.01766	7	143
li1	-	95	-
==> what timing repair did <==
action | in CTS | in global routing
pin swaps | 0 | 1
setup endpoints to repair | 1 | 2
gates resized | 1 | 5
hold buffers | 0 | 0
No activity file was given, so power comes from the tool's default toggle rates.
